$ cat flow/config.mk
export PLATFORM = sky130hd
export DESIGN_NAME = async_fifo
export DESIGN_NICKNAME = async_fifo
export VERILOG_FILES = /design/flow/design.v
export SDC_FILE = /design/flow/constraint.sdc
export NUM_CORES = 4
export LEC_CHECK = 1
export CORE_UTILIZATION = 30
$ cat flow/constraint.sdc
current_design async_fifo

set clk_period 4.5
set clk_io_pct 0.2

create_clock -name clk0 -period $clk_period [get_ports {rd_clk}]
create_clock -name clk1 -period $clk_period [get_ports {wr_clk}]

set non_clock_inputs [all_inputs -no_clocks]
set_input_delay [expr $clk_period * $clk_io_pct] -clock clk0 $non_clock_inputs
set_output_delay [expr $clk_period * $clk_io_pct] -clock clk0 [all_outputs]
$ cat flow/design.v
module async_fifo #(
  parameter DATA_WIDTH = 8,
  parameter ADDR_WIDTH = 4
)(
  input  wire                  wr_clk,
  input  wire                  wr_rst_n,
  input  wire                  wr_en,
  input  wire [DATA_WIDTH-1:0] wr_data,
  output wire                  full,
  input  wire                  rd_clk,
  input  wire                  rd_rst_n,
  input  wire                  rd_en,
  output wire [DATA_WIDTH-1:0] rd_data,
  output wire                  empty
);
  localparam DEPTH = (1 << ADDR_WIDTH);
  reg [DATA_WIDTH-1:0] mem [0:DEPTH-1];
  reg [ADDR_WIDTH:0] wr_bin, wr_gray;
  reg [ADDR_WIDTH:0] rd_bin, rd_gray;
  (* ASYNC_REG = "TRUE" *) reg [ADDR_WIDTH:0] wg_s1, wg_s2;
  (* ASYNC_REG = "TRUE" *) reg [ADDR_WIDTH:0] rg_s1, rg_s2;
  function [ADDR_WIDTH:0] b2g;
    input [ADDR_WIDTH:0] b;
    begin 
      b2g = b ^ (b >> 1); 
    end
  endfunction
  wire [ADDR_WIDTH:0] wr_bin_nxt  = wr_bin + (wr_en & ~full);
  wire [ADDR_WIDTH:0] rd_bin_nxt  = rd_bin + (rd_en & ~empty);
  wire [ADDR_WIDTH:0] wr_gray_nxt = b2g(wr_bin_nxt);
  wire [ADDR_WIDTH:0] rd_gray_nxt = b2g(rd_bin_nxt);
  always @(posedge wr_clk or negedge wr_rst_n) 
    begin
    if (!wr_rst_n) 
      begin 
        wr_bin <= 0; wr_gray <= 0; 
      end
    else           
      begin 
        wr_bin <= wr_bin_nxt; wr_gray <= wr_gray_nxt; 
      end
  end
  always @(posedge wr_clk)
    if (wr_en && !full) mem[wr_bin[ADDR_WIDTH-1:0]] <= wr_data;
  always @(posedge rd_clk or negedge rd_rst_n) 
    begin
    if (!rd_rst_n) 
      begin 
        rd_bin <= 0; rd_gray <= 0; 
      end
    else           
      begin 
        rd_bin <= rd_bin_nxt; 
        rd_gray <= rd_gray_nxt; 
      end
  end
  assign rd_data = mem[rd_bin[ADDR_WIDTH-1:0]];
  always @(posedge rd_clk or negedge rd_rst_n) 
    begin
    if (!rd_rst_n) 
      begin 
        wg_s1 <= 0; 
        wg_s2 <= 0; 
      end
    else           
      begin 
        wg_s1 <= wr_gray; 
        wg_s2 <= wg_s1; 
      end
  end
  always @(posedge wr_clk or negedge wr_rst_n) 
    begin
    if (!wr_rst_n) 
      begin 
        rg_s1 <= 0; 
        rg_s2 <= 0; 
      end
    else           
      begin 
        rg_s1 <= rd_gray; 
        rg_s2 <= rg_s1; 
      end
  end
  assign full  = (wr_gray == {~rg_s2[ADDR_WIDTH:ADDR_WIDTH-1], rg_s2[ADDR_WIDTH-2:0]});
  assign empty = (rd_gray == wg_s2);
endmodule
$ cat flow/run.sh
#!/bin/bash
# OpenROAD 26Q1-2900-gdf79404cd8, Yosys 0.63+post, stock flow scripts
make -C /OpenROAD-flow-scripts/flow DESIGN_CONFIG=/design/flow/config.mk WORK_HOME=/design/flow/orfs finish
==> qor_table.md <==
| Item | Value |
|---|---|
| Result of the run | finished, final reports clean |
| Most common library cells after synthesis | 128 x edfxtp_1, 38 x dfrtp_1, 32 x mux4_2 |
| Pin count of the biggest net entering global routing | 35 |
| Proportion of power drawn by combinational gates | 28.8% |
| Number of clock sinks seen by CTS | 166 |
| Final WL | 12500 um |
| Worst setup SP type | flop |
| Cell with the most instances after synthesis | edfxtp_1 |
| Hold Violations, Final | 0 |
| Overflow left after global routing | 0 |
| Count of flip-flops with a built-in enable after synthesis | 128 |
| Chip Area, Yosys | 6310 sq um |
| DR pass1 iterations | 6 |
| Biggest cell delay along the critical path | 0.88 ns |
| Ordered cell list for the critical path | buf_4, mux4_2, a22oi_1, nand2_1, clkdlybuf4s50_1 |
| Final count of negative-setup-slack endpoints | 0 |
| Post-Syn Instances | 305 |
| Power density of the placed cells | 676 nW/um^2 |
| Arrival time at the worst endpoint | 2.67 ns |
| Worst Max-Slew Pin Slew | 0.807 ns |
| Number of maximum-capacitance constraint violations | 0 |
| Placed wire-length estimate | 7700 um |
| Required time at the endpoint of the critical path | 3.60 ns |
| Vias after detailed routing | 2990 |
| Global-route wire length before repair | 19500 um |
| Antenna cell count | 0 |
| Critical-path top delay cell | dfrtp_2 |
| Total die area | 21600 sq um |
| Row count | 52 |
| Total track usage | 13.1% |
| Clock share of power | 29.4% |
| Leading register cell type out of synthesis | edfxtp_1 |
| Final tally of max-slew violations | 0 |
| Post-CTS setup buffer count | 0 |
| Post-detailed-route DRC marker count | 0 |
| Number of register bits inferred by synthesis | 166 |
| I/O pins | 24 |
| Kind of critical path | reg -> out |
| Layout-stage area growth over the synthesis result | 22.4% |
| Fraction of post-synthesis cell area in the top cell type by area | 60.9% |
| Yosys Warn Count | 1 |
| Initial standard-cell utilization of the core | 30.9% |
| RePlAce Congestion | 0.785 |
| Switching fraction of total power | 31.7% |
| Cell types occupying the most area after synthesis | edfxtp_1 61%, dfrtp_1 15%, mux4_2 11%, xor2_1 1.9%, a22oi_1 1.4% |
| Hold buffers post-CTS | 0 |
| Number of antenna violations at the first check in global routing | 0 |
| Clk pin slew, worst setup/hold paths | 0.06 ns |
| Final design utilization | 37.8% |
| Total of buffers placed on input and output ports | 22 |
| Mean instance size in the synthesized netlist | 20.7 sq um |
| Cell resize tally after clock tree synthesis | 0 |
| Post-Syn Area | 6310 sq um |
| Endpoint class of the critical path | primary output |
| Sequential share of power | 41.8% |
| Lkg Pwr | 0.00258 uW |
| Remaining number of nets flagged by the antenna check after routing | 0 |
| Via/cell ratio | 4.66 |
| Worst slew margin | 46.0% |
| Switch Pwr | 1660 uW |
| Clock Skew | 0.0103 ns |
| Post-Route Hold Slack | 0.274 ns |
| Post-synthesis sequential area ratio | 76.0% |
| RSZ-0062 raised after global routing | false |
| Die W | 147 um |
| Largest fanout on the critical path | 23 |
| Number of warning messages in the logs | 26 |
| Share of layout cells above drive strength 1 | 29.4% |
| Iter 0 DRT Violations | 282 |
| Number of distinct library cell variants in the gate-level netlist after synthesis | 27 |
| Cell Int Power | 3570 uW |
| Async SR Flop Fraction | 22.9% |
| Average wire length per cell after detail routing | 19.6 um |
| Setup Total Neg Slack | 0 ns |
| Class of the tightest hold or removal check | reg -> reg |
| Yosys Instances | 305 |
| TritonCTS clock tree | built |
| Highest ir drop seen on vdd | 266 uV |
| Die Height | 147 um |
| Synth area leader | edfxtp_1 |
| Number of global-route vias before repair | 3347 |
| Floorplan Core Area | 20400 sq um |
cell usage in the layout (no fill, tap or decap):
cell	n
edfxtp_1	128
dfrtp_1	37
mux4_2	32
clkdlybuf4s50_1	22
buf_4	21
clkbuf_16	20
a2111oi_2	16
xor2_1	14
a22oi_1	12
xnor2_1	10
nand2_1	9
mux2i_1	6
nand3_1	4
nand2b_1	4
ha_1	4
clkinvlp_4	4
inv_8	4
clkinv_8	4
inv_1	3
inv_6	3
and2_1	2
nor2b_1	2
or2_2	2
nor2_2	1
nor3_2	1
a21oi_1	1
nor2_1	1
o41a_1	1
nor4_1	1
clkbuf_1	1
dfrtp_2	1
power groups by stage:
stage	combinational [uW]	clock, uW	sequential [uW]
CTS	1540	1560	2190
global route	1650	1630	2230
finish	1500	1540	2190
routing by layer:
metal  vias up  track usage (%)  part of all wire, %  wire length [um]
met5         -                0                    0                 0
met4         0             1.55                 0.70                88
met3         5             8.05                   11              1410
met2       144             20.0                   49              6100
met1      1490             17.0                   39              4940
li1       1351                -                    -                 -
layout make-up:
class / count / area (sq um)
flip-flops and latches: 166 / 4800
repair buffers: 43 / 378
well taps: 270 / 338
clock inverters: 15 / 166
inverters: 3 / 11.3
multi-input cells: 123 / 1530
clock buffers: 21 / 504
fillers: 1818 / 12700
state kept, by name, indices dropped and copies added (netlist names):
signal	count
mem	128
rd_bin	5
rg_s1	5
rg_s2	5
wg_s1	5
wg_s2	5
wr_bin	5
rd_gray	4
wr_gray	4
final timing paths:
path,startpoint,endpoint,slack (ns),depth (start not counted)
worst max-delay path,rd_bin[0]$_DFF_PN0_,rd_data[0],0.93,5
worst min-delay path,rd_gray[2]$_DFF_PN0_,rg_s1[2]$_DFF_PN0_,0.27,0
worst max register to register,rd_bin[0]$_DFF_PN0_,rd_gray[3]$_DFF_PN0_,2.35,6
worst min register to register,rd_gray[2]$_DFF_PN0_,rg_s1[2]$_DFF_PN0_,0.27,0
max in group clk1,wr_en,wr_gray[1]$_DFF_PN0_,1.93,7
max in group asynchronous,rd_rst_n,rd_bin[0]$_DFF_PN0_,2.82,1
min in group clk0,wg_s1[3]$_DFF_PN0_,wg_s2[3]$_DFF_PN0_,0.35,0
min in group asynchronous,wr_rst_n,rg_s1[4]$_DFF_PN0_,0.95,1
per-stage QoR:
stage / power, uW / worst slack [ns] / std cells / instance area [sq um]
final: 5220 / 0.926 / 641 / 7720
after global routing: 5510 / 0.726 / 641 / 7720
after CTS: 5290 / 0.854 / 641 / 7720
after detailed placement: 3750 / 1.13 / 605 / 7050
after global placement: 3730 / 1.14 / 605 / 7050
after floorplan: 3080 / 1.54 / 305 / 6310
kinds of logic (layout without fill, tap and decap cells):
group / count (synthesis) / in the layout / share of synthesized area (%)
flops: 166 / 166 / 76.0
simple gates: 27 / 27 / 2.22
compound gates: 30 / 30 / 4.06
buf+inv: 16 / 82 / 1.27
fa+ha+maj: 4 / 4 / 0.793
xor+xnor: 24 / 24 / 3.33
mux: 38 / 38 / 12.4
worst max-delay path: cells and delay by family (launching register included):
family | cells | cell delay, ns
DFF | 1 | 0.88
buffers and inverters | 2 | 0.73
muxes | 1 | 0.50
AOI/OAI and AO/OA | 1 | 0.22
and+or+nand+nor | 1 | 0.08
Power and IR drop assume default switching activity.
